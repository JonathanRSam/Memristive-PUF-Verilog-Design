--- design/flow/design.v ---
module memristor_conductance #(
  parameter WIDTH = 32,
  parameter N = 2,
  parameter C = 1,
  parameter VTH = 8'd32, 
  parameter GINIT = 32'd100
)(
  input wire clk,
  input wire reset,
  input wire signed [7:0] vin,
  output reg [WIDTH-1 : 0] G	 
);
  reg [WIDTH-1 : 0] G_prev;
  wire signed [WIDTH-1 : 0] abs_vin;
  wire signed [WIDTH-1 : 0] pow_vin_n;
  wire [WIDTH-1 : 0] delta;	 
  assign abs_vin = vin < 0 ? -vin : vin;
  integer i;
  reg signed [WIDTH-1 : 0] temp_pow;
  always @(*) begin
    temp_pow = 1;	 
    for (i = 1; i <= N+1; i = i + 1)
      temp_pow = temp_pow * abs_vin;		 
  end
  assign pow_vin_n = temp_pow;
  assign delta = C * pow_vin_n;	 
  always @(posedge clk) begin
    if (reset) begin
      G <= GINIT;
    end
    else
      begin
        G_prev = G;
        if (vin >= VTH)
          G <= G_prev + delta;
        else if (vin <= -VTH)
          G <= G_prev - delta;
        else
          G <= G_prev;
      end
  end
endmodule
--- design/flow/run.sh ---
#!/bin/bash
# OpenROAD 26Q1-2900-gdf79404cd8, Yosys 0.63+post, stock flow scripts
make -C /OpenROAD-flow-scripts/flow DESIGN_CONFIG=/design/flow/config.mk WORK_HOME=/design/flow/orfs finish
--- design/flow/config.mk ---
export PLATFORM = sky130hd
export DESIGN_NAME = memristor_conductance
export DESIGN_NICKNAME = memristor_conductance
export VERILOG_FILES = /design/flow/design.v
export SDC_FILE = /design/flow/constraint.sdc
export NUM_CORES = 4
export LEC_CHECK = 1
export CORE_UTILIZATION = 30
--- design/flow/constraint.sdc ---
current_design memristor_conductance

set clk_period 17.4
set clk_io_pct 0.2

create_clock -name clk0 -period $clk_period [get_ports {clk}]

set non_clock_inputs [all_inputs -no_clocks]
set_input_delay [expr $clk_period * $clk_io_pct] -clock clk0 $non_clock_inputs
set_output_delay [expr $clk_period * $clk_io_pct] -clock clk0 [all_outputs]
==> results.cfg <==
; synthesis and place-and-route metrics
[outcome]
outcome = complete, no violations

[synth]
ys.flops = 32
synthArstFlopShare = 0
yosysTopAreaCell = fa_1
syn_area_per_cell_um2 = 9.79
ff_type = dfxtp_1
synthCells = 2885
synth-edff-count = 0
synth.distinct_cells = 65
yosys-top-cells-area = fa_1 (53%), ha_1 (14%), inv_1 (11%)
yosysTopAreaCellShare = 0.528
ys_area_um2 = 28300
yosys-stat-cells = 2885
syn_area_um2 = 28300
synth_seq_share = 0.0227
yosys_warnings = 1

[place]
port_buffers = 41
dp.final_hpwl_mm = 52.4
gp_congestion = 0.924
dpl_worst_slack_ns = -0.837
place_area_um2 = 34400

[final_timing]
tns_ns = 0
setup_slack_ns = 0.0461
finalHoldViolCount = 0
fin_crit_ns = 17.35
slew_violations = 0
max_freq_mhz = 57.6
maxSlewHeadroom = 0.208
period_used_share = 0.997
whs_ns = 0.644
finClkSkew_ns = 0.00264
rsz0062_at_grt = true
tightest_slew_ns = 1.18
final-setup-viol-count = 0

[routing]
first_iter_violations = 518
wl_per_cell_um = 11.3
via_count = 19400
first_pass_iters = 6
final_antenna_net_count = 0
routed_wl_mm = 56.3
viasPerCell = 3.88
drc = 0
insertedDiodeCount = 0

[min_path]
holdPathStages = 2
hp-start = G[0]
hold_path.class = reg -> reg
hold_end = G[0]

[clock_tree]
htreeDepth = 2
clk_pin_slew_worst_paths_ns = 0.05
cts_buffers = 5
postCtsHoldBufs = 0
worstSkewPairLatency_ns = 0.28
cts_tree = done
cts.sinks = 32
root_buffer = clkbuf_16
clock_path_buffers = 2

[global_route]
gr-usage-met3 = 0.0215
grt_pass1_vias = 21000
grt_use_total = 0.137
use_met2 = 0.230
grtUsageMet1 = 0.203
antenna_found_initial = 1
grt_max_degree = 33
grt_pass1_wl_mm = 99.9
gr-max-usage-layer = met2
grt_overflow = 0

[die]
chipArea_um2 = 95400
die_w_um = 309
row_count = 112
fp_util = 0.303
die_h_um = 309
io_pins = 42
fp.coreArea_um2 = 93300

[critical_path]
reg2reg_to = G[31]
r2r_slack_ns = 13.33
worstPathRequired_ns = 17.56
cp_slowest_cell = fa_2
crit_fanout = 5
worstReg2RegStart = G[1]
cp.arrival_ns = 17.51
critPathLaunchType = input pin
cp_common_cell = fa_1
critPathKind = in -> reg
reg2reg_depth = 15
crit_path_end_kind = flop
slowest_delay_ns = 0.56

[finish]
drive_gt1_frac = 0.101
combGateArea_um2 = 27000
regArea_um2 = 641
fillers = 9421
postLayoutCoreUtil = 0.375
largest_reg_flops = 32
fin_area_um2 = 35000
regMostFlops = G
largestRegisters = G: 32 flops
syn_to_final_growth_pct = 24.0

[flow_run]
warnings = 28
max_cap_viol_count = 0
-- layout make-up --
cell class,count,share of cell area
clock buffers,8,0.00418
inverters,861,0.0927
multi-input cells,2541,0.771
flip-flops and latches,32,0.0183
well taps,1254,0.0448
repair buffers,304,0.0695
-- metal layers --
layer / part of all wire / up-vias
met5: 0 / -
met4: 0.0099 / 0
met3: 0.038 / 24
met2: 0.50 / 192
met1: 0.46 / 9524
li1: - / 9645
-- synthesized netlist by cell type, types with 4 or more instances --
cell type and number:
nand4_1 5, nand3b_1 4, a21o_1 36, or2_2 6, nand2b_1 24, clkbuf_1 38, and2_1 25, inv_1 860
nor3_1 23, nand3_1 24, xnor2_1 117, nand2_1 120, nor2_1 200, o21bai_1 9, a31oi_1 8, o211ai_1 7
ha_1 327, xor2_1 54, dfxtp_1 32, o21ai_0 41, or3_1 9, o21ai_1 8, o31ai_1 9, a21oi_1 66
and3_1 5, nor2b_1 10, fa_1 745, o21a_1 12
-- worst max-delay path: cells and delay by family --
kind,cells,cell delay (ns)
xor+xnor,5,0.89
buf+inv,14,1.02
compound gates,16,2.44
fa+ha+maj,20,8.21
simple gates,9,1.46
-- cell families after synthesis --
| family | share of synthesized area |
|---|---|
| AND-OR/OR-AND | 0.0552 |
| multiplexers | 0.000709 |
| XOR/XNOR | 0.0554 |
| adder cells (fa/ha/maj) | 0.673 |
| buffers and inverters | 0.120 |
| AND/OR/NAND/NOR | 0.0731 |
| other | 0.000266 |
| flip-flops | 0.0227 |
-- through the flow --
| step | instances |
|---|---|
| floorplan | 3474 |
| global placement | 4967 |
| detailed placement | 4967 |
| CTS | 4991 |
| global route | 5000 |
| finish | 5000 |
-- cells in the final DEF, fill, tap and decap left out, types with 6 or more instances in the layout --
cell             netlist  layout
a21o_1                36      36
a21oi_1               66      53
a21oi_2                1      10
a31oi_1                8       7
and2_1                25      24
buf_4                  0     253
buf_6                  1      11
clkdlybuf4s50_1        0      33
conb_1                 2     591
dfxtp_1               32      32
fa_1                 745     742
ha_1                 327     317
ha_4                   0       8
inv_1                860     846
inv_2                  1      13
nand2_1              120     113
nand2b_1              24      24
nand3_1               24      23
nor2_1               200     188
nor2_2                 0       6
nor2_4                 0       6
nor2b_1               10      10
nor3_1                23      19
o211ai_1               7       7
o21a_1                12      12
o21ai_0               41      33
o21ai_1                8      14
o21bai_1               9       8
o31ai_1                9       7
or3_1                  9       9
xnor2_1              117     111
xor2_1                54      47
-- repair_timing --
action,in CTS,in global routing
setup endpoints to repair,8,11
pin swaps,62,47
resized,44,71
setup buffers,17,10
-- worst max-delay path by stage --
| stage | start | depth (start not counted) | end | slack, ns |
|---|---|---|---|---|
| after CTS | vin[1] | 65 | G[31] | 0.007 |
| after global routing | vin[1] | 64 | G[31] | -0.58 |
| final | vin[0] | 64 | G[31] | 0.05 |
